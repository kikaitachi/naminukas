--- ./run.sh ---
#!/bin/bash
# OpenROAD 26Q1-2900-gdf79404cd8, Yosys 0.63+post, stock flow scripts
make -C /OpenROAD-flow-scripts/flow DESIGN_CONFIG=/design/flow/config.mk WORK_HOME=/design/flow/orfs finish
--- ./config.mk ---
export PLATFORM = sky130hd
export DESIGN_NAME = naminukas
export DESIGN_NICKNAME = naminukas
export VERILOG_FILES = /design/flow/design.v
export SDC_FILE = /design/flow/constraint.sdc
export NUM_CORES = 4
export LEC_CHECK = 1
export CORE_UTILIZATION = 40
--- ./constraint.sdc ---
current_design naminukas

set clk_period 8.4
set clk_io_pct 0.2

create_clock -name clk0 -period $clk_period [get_ports {clock}]

set non_clock_inputs [all_inputs -no_clocks]
set_input_delay [expr $clk_period * $clk_io_pct] -clock clk0 $non_clock_inputs
set_output_delay [expr $clk_period * $clk_io_pct] -clock clk0 [all_outputs]
--- ./design.v ---
module uart
#(
    parameter clocks_per_bit = 1,
    parameter invert = 0
)
(
    input clock,
    input send,
    input[7:0] byte_to_send,
    output reg done,
    output reg pin
);
reg sending;
reg [3:0] bit_index;
reg[$clog2(clocks_per_bit):0] clocks;
initial begin
    sending = 0;
end
localparam last_clock = clocks_per_bit - 1;
always @(posedge clock)
begin
    if (sending) begin
        if (clocks == last_clock[$clog2(clocks_per_bit):0]) begin
            if (bit_index == 9) begin
                done <= 1;
                sending <= 0;
            end else if (bit_index == 8) begin
                pin <= invert == 1 ? 0 : 1;
            end else begin
                pin <= invert == 1 ? ~byte_to_send[bit_index[2:0]] : byte_to_send[bit_index[2:0]];
            end
            clocks <= 0;
            bit_index <= bit_index + 1;
        end else begin
            clocks <= clocks + 1;
        end
    end else if (send) begin
        sending <= 1;
        done <= 0;
        bit_index <= 0;
        pin <= invert == 1 ? 1 : 0;
        clocks <= 0;
    end else begin
        done <= 0;
    end
end
endmodule
module dynamixel_sync_write
#(
    parameter clocks_per_bit = 1,
    parameter id1 = 2,
    parameter id2 = 3,
    parameter id3 = 4,
    parameter id4 = 5
)
(
    input clock,
    input send,
    input[15:0] address,
    input[15:0] data_len,
    input[31:0] value1,
    input[31:0] value2,
    input[31:0] value3,
    input[31:0] value4,
    output reg sending,
    inout pin
);
function [15:0] crc16(input [7:0] data, input [15:0] crc);
    reg [7:0] d;
    reg [15:0] c;
    reg [15:0] updated_crc;
    begin
        d = data;
        c = crc;
        updated_crc[0] = d[7] ^ d[6] ^ d[5] ^ d[4] ^ d[3] ^ d[2] ^ d[1] ^ d[0] ^ c[8] ^ c[9] ^ c[10] ^ c[11] ^ c[12] ^ c[13] ^ c[14] ^ c[15];
        updated_crc[1] = d[7] ^ d[6] ^ d[5] ^ d[4] ^ d[3] ^ d[2] ^ d[1] ^ c[9] ^ c[10] ^ c[11] ^ c[12] ^ c[13] ^ c[14] ^ c[15];
        updated_crc[2] = d[1] ^ d[0] ^ c[8] ^ c[9];
        updated_crc[3] = d[2] ^ d[1] ^ c[9] ^ c[10];
        updated_crc[4] = d[3] ^ d[2] ^ c[10] ^ c[11];
        updated_crc[5] = d[4] ^ d[3] ^ c[11] ^ c[12];
        updated_crc[6] = d[5] ^ d[4] ^ c[12] ^ c[13];
        updated_crc[7] = d[6] ^ d[5] ^ c[13] ^ c[14];
        updated_crc[8] = d[7] ^ d[6] ^ c[0] ^ c[14] ^ c[15];
        updated_crc[9] = d[7] ^ c[1] ^ c[15];
        updated_crc[10] = c[2];
        updated_crc[11] = c[3];
        updated_crc[12] = c[4];
        updated_crc[13] = c[5];
        updated_crc[14] = c[6];
        updated_crc[15] = d[7] ^ d[6] ^ d[5] ^ d[4] ^ d[3] ^ d[2] ^ d[1] ^ d[0] ^ c[7] ^ c[8] ^ c[9] ^ c[10] ^ c[11] ^ c[12] ^ c[13] ^ c[14] ^ c[15];
        crc16 = updated_crc;
    end
endfunction
reg send_byte;
reg[7:0] byte_to_send;
wire done;
reg[7:0] state;
reg[15:0] packet_len;
reg[15:0] crc;
uart
#(
    .clocks_per_bit(clocks_per_bit)
)
dynamixel_uart
(
    .clock(clock),
    .send(send_byte),
    .byte_to_send(byte_to_send),
    .done(done),
    .pin(pin)
);
initial begin
    send_byte = 0;
    state = 0;
    crc = 0;
    sending = 0;
end
always @(posedge clock)
begin
    case (state)
        0: begin
            if (send == 1) begin
                sending <= 1;
                send_byte <= 1;
                byte_to_send <= 8'hFF;
                state <= 1;
                crc <= crc16(8'hFF, crc);
                packet_len <= (data_len + 1) * 4 + 7;
            end
        end
        1: begin 
    if (done == 1) begin 
        send_byte <= 1; 
        byte_to_send <= 8'hFF; 
        crc <= crc16(8'hFF, crc); 
        state <= state + 1; 
    end else begin 
        send_byte <= 0; 
    end 
end
        2: begin 
    if (done == 1) begin 
        send_byte <= 1; 
        byte_to_send <= 8'hFD; 
        crc <= crc16(8'hFD, crc); 
        state <= state + 1; 
    end else begin 
        send_byte <= 0; 
    end 
end
        3: begin 
    if (done == 1) begin 
        send_byte <= 1; 
        byte_to_send <= 8'h00; 
        crc <= crc16(8'h00, crc); 
        state <= state + 1; 
    end else begin 
        send_byte <= 0; 
    end 
end
        4: begin 
    if (done == 1) begin 
        send_byte <= 1; 
        byte_to_send <= 8'hFE; 
        crc <= crc16(8'hFE, crc); 
        state <= state + 1; 
    end else begin 
        send_byte <= 0; 
    end 
end   
        5: begin 
    if (done == 1) begin 
        send_byte <= 1; 
        byte_to_send <= packet_len[ 7:0]; 
        crc <= crc16(packet_len[ 7:0], crc); 
        state <= state + 1; 
    end else begin 
        send_byte <= 0; 
    end 
end   
        6: begin 
    if (done == 1) begin 
        send_byte <= 1; 
        byte_to_send <= packet_len[15:8]; 
        crc <= crc16(packet_len[15:8], crc); 
        state <= state + 1; 
    end else begin 
        send_byte <= 0; 
    end 
end   
        7: begin 
    if (done == 1) begin 
        send_byte <= 1; 
        byte_to_send <= 8'h83; 
        crc <= crc16(8'h83, crc); 
        state <= state + 1; 
    end else begin 
        send_byte <= 0; 
    end 
end   
        8: begin 
    if (done == 1) begin 
        send_byte <= 1; 
        byte_to_send <= address[ 7:0]; 
        crc <= crc16(address[ 7:0], crc); 
        state <= state + 1; 
    end else begin 
        send_byte <= 0; 
    end 
end   
        9: begin 
    if (done == 1) begin 
        send_byte <= 1; 
        byte_to_send <= address[15:8]; 
        crc <= crc16(address[15:8], crc); 
        state <= state + 1; 
    end else begin 
        send_byte <= 0; 
    end 
end   
        10: begin 
    if (done == 1) begin 
        send_byte <= 1; 
        byte_to_send <= data_len[ 7:0]; 
        crc <= crc16(data_len[ 7:0], crc); 
        state <= state + 1; 
    end else begin 
        send_byte <= 0; 
    end 
end   
        11: begin 
    if (done == 1) begin 
        send_byte <= 1; 
        byte_to_send <= data_len[15:8]; 
        crc <= crc16(data_len[15:8], crc); 
        state <= state + 1; 
    end else begin 
        send_byte <= 0; 
    end 
end   
        12: begin 
    if (done == 1) begin 
        send_byte <= 1; 
        byte_to_send <= id1; 
        crc <= crc16(id1, crc); 
        state <= state + 1; 
    end else begin 
        send_byte <= 0; 
    end 
end
        13: if (data_len == 1) begin 
    if (done == 1) begin 
        send_byte <= 1; 
        byte_to_send <= value1[7:0]; 
        crc <= crc16(value1[7:0], crc); 
        state <= state + 4; 
    end else begin 
        send_byte <= 0; 
    end 
end else begin 
    if (done == 1) begin 
        send_byte <= 1; 
        byte_to_send <= value1[7:0]; 
        crc <= crc16(value1[7:0], crc); 
        state <= state + 1; 
    end else begin 
        send_byte <= 0; 
    end 
end
        14: if (data_len == 2) begin 
    if (done == 1) begin 
        send_byte <= 1; 
        byte_to_send <= value1[15:8]; 
        crc <= crc16(value1[15:8], crc); 
        state <= state + 3; 
    end else begin 
        send_byte <= 0; 
    end 
end else begin 
    if (done == 1) begin 
        send_byte <= 1; 
        byte_to_send <= value1[15:8]; 
        crc <= crc16(value1[15:8], crc); 
        state <= state + 1; 
    end else begin 
        send_byte <= 0; 
    end 
end
        15: begin 
    if (done == 1) begin 
        send_byte <= 1; 
        byte_to_send <= value1[23:16]; 
        crc <= crc16(value1[23:16], crc); 
        state <= state + 1; 
    end else begin 
        send_byte <= 0; 
    end 
end
        16: begin 
    if (done == 1) begin 
        send_byte <= 1; 
        byte_to_send <= value1[31:24]; 
        crc <= crc16(value1[31:24], crc); 
        state <= state + 1; 
    end else begin 
        send_byte <= 0; 
    end 
end
        17: begin 
    if (done == 1) begin 
        send_byte <= 1; 
        byte_to_send <= id2; 
        crc <= crc16(id2, crc); 
        state <= state + 1; 
    end else begin 
        send_byte <= 0; 
    end 
end
        18: if (data_len == 1) begin 
    if (done == 1) begin 
        send_byte <= 1; 
        byte_to_send <= value2[7:0]; 
        crc <= crc16(value2[7:0], crc); 
        state <= state + 4; 
    end else begin 
        send_byte <= 0; 
    end 
end else begin 
    if (done == 1) begin 
        send_byte <= 1; 
        byte_to_send <= value2[7:0]; 
        crc <= crc16(value2[7:0], crc); 
        state <= state + 1; 
    end else begin 
        send_byte <= 0; 
    end 
end
        19: if (data_len == 2) begin 
    if (done == 1) begin 
        send_byte <= 1; 
        byte_to_send <= value2[15:8]; 
        crc <= crc16(value2[15:8], crc); 
        state <= state + 3; 
    end else begin 
        send_byte <= 0; 
    end 
end else begin 
    if (done == 1) begin 
        send_byte <= 1; 
        byte_to_send <= value2[15:8]; 
        crc <= crc16(value2[15:8], crc); 
        state <= state + 1; 
    end else begin 
        send_byte <= 0; 
    end 
end
        20: begin 
    if (done == 1) begin 
        send_byte <= 1; 
        byte_to_send <= value2[23:16]; 
        crc <= crc16(value2[23:16], crc); 
        state <= state + 1; 
    end else begin 
        send_byte <= 0; 
    end 
end
        21: begin 
    if (done == 1) begin 
        send_byte <= 1; 
        byte_to_send <= value2[31:24]; 
        crc <= crc16(value2[31:24], crc); 
        state <= state + 1; 
    end else begin 
        send_byte <= 0; 
    end 
end
        22: begin 
    if (done == 1) begin 
        send_byte <= 1; 
        byte_to_send <= id3; 
        crc <= crc16(id3, crc); 
        state <= state + 1; 
    end else begin 
        send_byte <= 0; 
    end 
end
        23: if (data_len == 1) begin 
    if (done == 1) begin 
        send_byte <= 1; 
        byte_to_send <= value3[7:0]; 
        crc <= crc16(value3[7:0], crc); 
        state <= state + 4; 
    end else begin 
        send_byte <= 0; 
    end 
end else begin 
    if (done == 1) begin 
        send_byte <= 1; 
        byte_to_send <= value3[7:0]; 
        crc <= crc16(value3[7:0], crc); 
        state <= state + 1; 
    end else begin 
        send_byte <= 0; 
    end 
end
        24: if (data_len == 2) begin 
    if (done == 1) begin 
        send_byte <= 1; 
        byte_to_send <= value3[15:8]; 
        crc <= crc16(value3[15:8], crc); 
        state <= state + 3; 
    end else begin 
        send_byte <= 0; 
    end 
end else begin 
    if (done == 1) begin 
        send_byte <= 1; 
        byte_to_send <= value3[15:8]; 
        crc <= crc16(value3[15:8], crc); 
        state <= state + 1; 
    end else begin 
        send_byte <= 0; 
    end 
end
        25: begin 
    if (done == 1) begin 
        send_byte <= 1; 
        byte_to_send <= value3[23:16]; 
        crc <= crc16(value3[23:16], crc); 
        state <= state + 1; 
    end else begin 
        send_byte <= 0; 
    end 
end
        26: begin 
    if (done == 1) begin 
        send_byte <= 1; 
        byte_to_send <= value3[31:24]; 
        crc <= crc16(value3[31:24], crc); 
        state <= state + 1; 
    end else begin 
        send_byte <= 0; 
    end 
end
        27: begin 
    if (done == 1) begin 
        send_byte <= 1; 
        byte_to_send <= id4; 
        crc <= crc16(id4, crc); 
        state <= state + 1; 
    end else begin 
        send_byte <= 0; 
    end 
end
        28: if (data_len == 1) begin 
    if (done == 1) begin 
        send_byte <= 1; 
        byte_to_send <= value4[7:0]; 
        crc <= crc16(value4[7:0], crc); 
        state <= state + 4; 
    end else begin 
        send_byte <= 0; 
    end 
end else begin 
    if (done == 1) begin 
        send_byte <= 1; 
        byte_to_send <= value4[7:0]; 
        crc <= crc16(value4[7:0], crc); 
        state <= state + 1; 
    end else begin 
        send_byte <= 0; 
    end 
end
        29: if (data_len == 2) begin 
    if (done == 1) begin 
        send_byte <= 1; 
        byte_to_send <= value4[15:8]; 
        crc <= crc16(value4[15:8], crc); 
        state <= state + 3; 
    end else begin 
        send_byte <= 0; 
    end 
end else begin 
    if (done == 1) begin 
        send_byte <= 1; 
        byte_to_send <= value4[15:8]; 
        crc <= crc16(value4[15:8], crc); 
        state <= state + 1; 
    end else begin 
        send_byte <= 0; 
    end 
end
        30: begin 
    if (done == 1) begin 
        send_byte <= 1; 
        byte_to_send <= value4[23:16]; 
        crc <= crc16(value4[23:16], crc); 
        state <= state + 1; 
    end else begin 
        send_byte <= 0; 
    end 
end
        31: begin 
    if (done == 1) begin 
        send_byte <= 1; 
        byte_to_send <= value4[31:24]; 
        crc <= crc16(value4[31:24], crc); 
        state <= state + 1; 
    end else begin 
        send_byte <= 0; 
    end 
end
        32: begin 
    if (done == 1) begin 
        send_byte <= 1; 
        byte_to_send <= crc[ 7:0]; 
        state <= state + 1; 
    end else begin 
        send_byte <= 0; 
    end 
end   
        33: begin 
    if (done == 1) begin 
        send_byte <= 1; 
        byte_to_send <= crc[15:8]; 
        state <= state + 1; 
    end else begin 
        send_byte <= 0; 
    end 
end   
        default: begin
            if (done == 1) begin
                state <= 0;
                send_byte <= 0;
                crc <= 0;
                sending <= 0;
            end
        end
    endcase
end
endmodule
module fport_radio
#(
  parameter clock_frequency = 12000000,
  parameter fport_baudrate = 115_200,
  parameter clocks_per_bit = clock_frequency / fport_baudrate
) (
  input clock,
  inout fport,
  output reg channel_changed,
  output reg[3:0] channel_index,
  output reg[10:0] channel_value,
  output debug_pin
);
localparam FPORT_WAIT_FOR_TRANSMISSION_END   = 2'b00;
localparam FPORT_RESPOND                     = 2'b01;
localparam FPORT_WAIT_FOR_TRANSMISSION_START = 2'b10;
localparam FPORT_READ_BYTES                  = 2'b11;
localparam half_clocks_per_bit = clocks_per_bit / 2;
reg [1:0] state = FPORT_WAIT_FOR_TRANSMISSION_START;
reg [32:0] clocks_to_skip = 0;
reg [2:0] byte_bit_index;
reg [7:0] byte_index = 0;
reg [7:0] received_byte;
reg [10:0] channel0;
reg fport_sending = 0;
wire fport_output;
wire fport_input;
assign fport = fport_sending ? fport_output : 1'bZ;
assign fport_input = fport;
reg send_byte = 0;
reg[7:0] byte_to_send;
wire done;
reg[7:0] crc;
uart
#(
    .clocks_per_bit(clocks_per_bit),
    .invert(1)
)
uplink_uart
(
    .clock(clock),
    .send(send_byte),
    .byte_to_send(byte_to_send),
    .done(done),
    .pin(fport_output)
);
function automatic [7:0] crc8;
    input [7:0] crcIn;
    input [7:0] data;
    reg [8:0] sum;
begin
    sum = crcIn + data;
    crc8 = sum[7:0] + {7'b0000000, sum[8]};
end
endfunction
always @(posedge clock) begin
  if (clocks_to_skip != 0) begin
    clocks_to_skip <= clocks_to_skip - 1;
  end else begin
    case (state)
      FPORT_WAIT_FOR_TRANSMISSION_END: begin
        state <= FPORT_RESPOND;
        fport_sending <= 1;
        byte_index <= 0;
        byte_to_send <= 'h08;
        send_byte <= 1;
        crc <= crc8(crc, 'h08);
      end
      FPORT_RESPOND: begin
        if (done == 1) begin
          if (byte_index == 0) begin
            byte_index <= 1;
            byte_to_send <= 'h81;
            send_byte <= 1;
            crc <= crc8(crc, 'h81);
          end else if (byte_index == 1) begin
            byte_index <= 2;
            byte_to_send <= 'h10;
            send_byte <= 1;
            crc <= crc8(crc, 'h10);
          end else if (byte_index == 2) begin
            byte_index <= 3;
            byte_to_send <= 'h00;
            send_byte <= 1;
            crc <= crc8(crc, 'h00);
          end else if (byte_index == 3) begin
            byte_index <= 4;
            byte_to_send <= 'h51;
            send_byte <= 1;
            crc <= crc8(crc, 'h51);
          end else if (byte_index == 4) begin
            byte_index <= 5;
            byte_to_send <= channel0[7:0];
            send_byte <= 1;
            crc <= crc8(crc, channel0[7:0]);
          end else if (byte_index == 5) begin
            byte_index <= 6;
            byte_to_send <= {5'b00000, channel0[10:8]};
            send_byte <= 1;
            crc <= crc8(crc, {5'b00000, channel0[10:8]});
          end else if (byte_index == 6) begin
            byte_index <= 7;
            byte_to_send <= 'h00;
            send_byte <= 1;
            crc <= crc8(crc, 'h00);
          end else if (byte_index == 7) begin
            byte_index <= 8;
            byte_to_send <= 'h00;
            send_byte <= 1;
            crc <= crc8(crc, 'h00);
          end else if (byte_index == 8) begin
            byte_index <= 9;
            byte_to_send <= 'hFF - crc;
            send_byte <= 1;
          end else begin
            fport_sending <= 0;
            state <= FPORT_WAIT_FOR_TRANSMISSION_START;
            byte_index <= 0;
          end
        end else begin
          send_byte <= 0;
        end
      end
      FPORT_WAIT_FOR_TRANSMISSION_START: begin
        if (fport_input == 1) begin
          state <= FPORT_READ_BYTES;
          clocks_to_skip <= half_clocks_per_bit * 3;
          byte_bit_index <= 0;
        end
      end
      FPORT_READ_BYTES: begin
        received_byte[byte_bit_index] = ~fport_input;
        if (byte_bit_index == 7) begin
          if (byte_index == 0 && received_byte != 'h7E) begin
            state <= FPORT_WAIT_FOR_TRANSMISSION_START;
            clocks_to_skip <= clocks_per_bit;
          end else if (byte_index == 1 && received_byte != 'h19) begin
            state <= FPORT_WAIT_FOR_TRANSMISSION_START;
            clocks_to_skip <= clocks_per_bit;
            byte_index <= 0;
          end else if (byte_index == 2 && received_byte != 'h00) begin
            state <= FPORT_WAIT_FOR_TRANSMISSION_START;
            clocks_to_skip <= clocks_per_bit;
            byte_index <= 0;
          end else if (byte_index == 40) begin
            state <= FPORT_WAIT_FOR_TRANSMISSION_END;
            clocks_to_skip <= clocks_per_bit * 16;
            crc <= 0;
          end else begin
            state <= FPORT_WAIT_FOR_TRANSMISSION_START;
            byte_index <= byte_index + 1;
            clocks_to_skip <= clocks_per_bit;
            if (byte_index == 3) begin
              channel0[7:0] <= received_byte;
            end else if (byte_index == 4) begin
              channel0[10:8] <= received_byte[2:0];
            end
          end
        end else begin
          byte_bit_index <= byte_bit_index + 1;
          clocks_to_skip <= clocks_per_bit;
        end
      end
    endcase
  end
end
endmodule
module LedScan (
	input clk12MHz,
	input [7:0] leds1,
	input [7:0] leds2,
	input [7:0] leds3,
	input [7:0] leds4,
	output reg [7:0] leds,
	output reg [3:0] lcol
	);
    reg [11:0] timer = 12'b0;
    always @ (posedge clk12MHz) begin
    case (timer[11:10])
      2'b00: begin
          leds[7:0] <= leds1[7:0];
        lcol[3:0] <= 4'b1110;
      end
      2'b01: begin
          leds[7:0] <= leds2[7:0];
        lcol[3:0] <= 4'b1101;
      end
      2'b10: begin
          leds[7:0] <= leds3[7:0];
        lcol[3:0] <= 4'b1011;
      end
      2'b11: begin
          leds[7:0] <= leds4[7:0];
        lcol[3:0] <= 4'b0111;
      end
      endcase
    end
    always @ (posedge clk12MHz) begin
        timer <= timer + 1;
    end
endmodule
module naminukas
#(
  parameter clock_frequency = 12000000,
  parameter dynamixel_baudrate = 4000000
)
(
  input clock,
  inout fport,
  inout dynamixel,
	output led1,
	output led2,
	output led3,
	output led4,
	output led5,
	output led6,
	output led7,
	output led8,
	output lcol1,
	output lcol2,
	output lcol3,
	output lcol4,
  output debug_pin
);
reg [7:0] leds1;
reg [7:0] leds2;
reg [7:0] leds3;
reg [7:0] leds4;
wire [7:0] leds;
wire [3:0] lcol;
assign { led8, led7, led6, led5, led4, led3, led2, led1 } = leds[7:0];
assign { lcol4, lcol3, lcol2, lcol1 } = lcol[3:0];
LedScan scan (
  .clk12MHz(clock),
  .leds1(leds1),
  .leds2(leds2),
  .leds3(leds3),
  .leds4(leds4),
  .leds(leds),
  .lcol(lcol)
);
wire channel_changed;
wire[3:0] channel_index;
wire[10:0] channel_value;
fport_radio
#(
  .clock_frequency(clock_frequency)
)
rc_radio
(
  .clock(clock),
  .fport(fport),
  .channel_changed(channel_changed),
  .channel_index(channel_index),
  .channel_value(channel_value),
  .debug_pin(debug_pin)
);
reg[15:0] address;
reg[15:0] data_len;
reg[31:0] value1;
reg[31:0] value2;
reg[31:0] value3;
reg[31:0] value4;
reg dynamixel_trigger_sending;
wire dynamixel_sending;
wire dynamixel_output;
wire dynamixel_input;
assign dynamixel = dynamixel_sending ? dynamixel_output : 1'bZ;
assign dynamixel_input = dynamixel;
dynamixel_sync_write #(
    .clocks_per_bit(clock_frequency / dynamixel_baudrate)
)
dynamixel_sync_writer
(
    .clock(clock),
    .send(dynamixel_trigger_sending),
    .address(address),
    .data_len(data_len),
    .value1(value1),
    .value2(value2),
    .value3(value3),
    .value4(value4),
    .sending(dynamixel_sending),
    .pin(dynamixel_output)
);
reg[31:0] counter;
always @ (*) begin
end
initial begin
    counter = 0;
    address = 64;
    data_len = 1;
    value1 = 0;
    value2 = 0;
    value3 = 0;
    value4 = 0;
end
always @(posedge clock) begin
    if (channel_changed == 1) begin
        if (channel_index == 0)
            leds1[7:0] = ~channel_value[7:0];
        else if (channel_index == 1)
            leds2[7:0] = ~channel_value[7:0];
        else if (channel_index == 2)
            leds3[7:0] = ~channel_value[7:0];
        else if (channel_index == 3)
            leds4[7:0] = ~channel_value[7:0];
    end
    if (counter == clock_frequency * 3) begin   
        counter <= 0;
        if (value1 == 0) begin
              value1 <= 1;
              value2 <= 1;
              value3 <= 1;
              value4 <= 1;
        end else begin
              value1 <= 0;
              value2 <= 0;
              value3 <= 0;
              value4 <= 0;
        end
        dynamixel_trigger_sending <= 1;
    end else begin
        counter <= counter + 1;
        dynamixel_trigger_sending <= 0;
    end
end
endmodule
==> flow_summary.json <==
{
  "postCtsHoldBufs": 0,
  "synthFlopType": "edfxtp_1",
  "netlist_instances": 1252,
  "htreeDepth": 4,
  "fp-row-count": 63,
  "edf_count": 137,
  "tool.error": "[error] [KeplerFormal.cpp:679] Workflow failed: Iso has multiple drivers: .fport0, fport$_SDFFCE_PN1P_.Q0",
  "yosys_cells": 1252,
  "cts_root_buf": "clkbuf_16",
  "port_buffers": 4,
  "ys.flops": 190,
  "cts-resized-gates": 0,
  "syn_area_per_cell_um2": 9.594,
  "hpwl_um": 18500,
  "postSynthSeqShare_pct": 43.08,
  "fp_util_pct": 40.63,
  "gp_congestion": 0.9328,
  "cts_buffers": 17,
  "syn-cell-area_um2": 12010,
  "cts.sinks": 190,
  "ys_async_sr_fraction_pct": 0,
  "status": "stopped before the end",
  "clockBufferDepth": 2,
  "ioPinCount": 16,
  "yosys_warnings": 22,
  "ys_area_um2": 12010,
  "die_x_um": 175.3,
  "stop_stage": "clock tree synthesis",
  "synth_cell_types": 79,
  "post_cts_buffers": 0,
  "die_h_um": 175.3
}
==> cells by family after synthesis <==
kind of cell,after synthesis,synth area share (%)
simple gates,512,22.26
other cells,1,0.03122
flops,190,43.08
mux,10,1.250
xor+xnor,141,10.28
buf+inv,105,3.656
compound gates,232,12.96
fa+ha+maj,61,6.479
==> Yosys cell counts, drive strengths merged (19+ instances only) <==
cell type / count / share of area (%)
edfxtp: 137 / 34
and3: 20 / 1.0
xnor2: 88 / 6.4
nor4: 28 / 1.6
a21oi: 52 / 2.2
o21ai: 52 / 2.2
nand3: 51 / 2.1
ha: 59 / 6.1
nand2: 100 / 3.1
dfxtp: 53 / 8.8
xor2: 53 / 3.9
and2: 28 / 1.5
nor2: 132 / 4.1
buf: 20 / 1.0
nor3: 39 / 1.7
clkbuf: 33 / 1.0
inv: 51 / 1.6
nand4: 19 / 0.99
==> per-stage QoR <==
stage               setup WS (ps)  power [mW]  cells  cell area (µm²)  hold WS [ps]
detailed placement           4395       1.999   1624            12520         400.9
global placement             4406       1.986   1624            12520         404.2
floorplan                    4574       1.845   1262            12050         379.8
Power figures rest on the tool's default switching activity, not on a simulated workload.
